==> /design/flow/run.sh <==
#!/bin/bash
# OpenROAD 26Q1-2900-gdf79404cd8, Yosys 0.63+post, stock flow scripts
make -C /OpenROAD-flow-scripts/flow DESIGN_CONFIG=/design/flow/config.mk WORK_HOME=/design/flow/orfs finish
==> /design/flow/config.mk <==
export PLATFORM = sky130hd
export DESIGN_NAME = MuxAluA
export DESIGN_NICKNAME = MuxAluA
export VERILOG_FILES = /design/flow/design.v
export SDC_FILE = /design/flow/constraint.sdc
export NUM_CORES = 4
export LEC_CHECK = 1
export CORE_AREA = 10 10 71 71
export DIE_AREA = 0 0 81 81
==> /design/flow/constraint.sdc <==
current_design MuxAluA

set clk_period 1.0
set clk_io_pct 0.2

create_clock -name clk0 -period $clk_period

set non_clock_inputs [all_inputs -no_clocks]
set_input_delay [expr $clk_period * $clk_io_pct] -clock clk0 $non_clock_inputs
set_output_delay [expr $clk_period * $clk_io_pct] -clock clk0 [all_outputs]
==> /design/flow/design.v <==
module MuxAluA (
    input logic [31:0] Apc,
    input logic [31:0] Brs1,
    input logic MUXopa,  
    output logic [31:0] outMuxa
);
    always @(*) begin
        case(MUXopa)
            1'b1: outMuxa = Apc;   
            1'b0: outMuxa = Brs1;  
        endcase
    end
endmodule
==> metrics.csv <==
stage,metric,value,unit
synthesis,ys_cells,36,
routing,num_vias,690,
finish,nClkBuffers,0,
timing,setup_viol,31,
finish,fillerInstances,380,
synthesis,top_cells_by_area,"mux2_4 83%, buf_12 11%, mux2_2 4.1%",
pwr,max-vdd-ir-drop,143,uV
pwr,power.density,398,nW/um^2
finish,layout.cells.non_filler,182,
place,dp_slack,-0.523,ns
grt,grt_pass1_wl,3880,um
routing,wirelength,2780,um
worst_setup_path,cpMaxStageDelayCell,mux2_4,
finish,final_util,42.8,%
synthesis,synth_cell_types,4,
place,dp_hpwl,2590,um
grt,track_usage,7.33,%
synthesis,syn_area,544,sq um
run,cap_viol_max_count,0,
worst_setup_path,worst-path-stages,4,
timing,final_max_slew_viol_count,0,
worst_setup_path,cp-start-kind,primary input,
timing,tightest_slew,0.0844,ns
grt,grt_pass1_vias,720,
die,num_rows,22,
finish,layout_top_cells,"62 x dlygate4sd2_1, 32 x mux2_4, 28 x buf_6",
place,gp_congestion,0.856,
worst_setup_path,end_kind,output port,
die,core_area,3630,sq um
worst_setup_path,cp_data_required_time,0.80,ns
grt,grt_max_degree,11,
routing,drtAntennaViolNets,0,
routing,num_antenna_cells,0,
worst_setup_path,critPathBufInv,3,
timing,tns,-2.27,ns
worst_hold_path,hold_class,primary input to output port,
place,placed_cells,180,
worst_setup_path,cp.arrival,0.88,ns
worst_setup_path,path_max_fanout,10,
finish,flops,0,
timing,fin_crit_sh,108,%
synthesis,yosys_warnings,1,
worst_setup_path,crit_top_cell,buf_12,
die,die-height,81,um
clock_tree,hold_buffers,0,
die,die-area,6560,sq um
worst_setup_path,cp_top_family,buffers and inverters,
synthesis,yosysChipArea,544,sq um
die,initial_utilization,15.0,%
synthesis,synth_top_area_share,82.8,%
timing,clock.fmax,0.922,GHz
timing,post-route-min-period,1.08,ns
routing,wire_per_inst,15.3,um
finish,register_area,0,sq um
worst_setup_path,worstPathCellList,"buf_12, buf_12, mux2_4, buf_6",
run,tool_warnings,34,
timing,setup_slack,-0.0848,ns
worst_hold_path,min_path_cells,3,
worst_setup_path,crit_path_max_incr_delay,0.30,ns
synthesis,netlist_instances,36,
worst_setup_path,critical_path_class,primary input to output port,
run_status,outcome,finished with violations,
pwr,p_leak,0.838,nW
place,placed_area,1560,sq um
place,io_buffer_count,97,
synthesis,top_area_cell,mux2_4,
timing,slew_headroom,94.4,%
synthesis,synth_seq_share,0,%
run_status,violations,setup timing,
finish,syn2layout_area_growth,186,%
finish,mostFrequentLayoutCell,dlygate4sd2_1,
synthesis,avgSynthCellArea,15.1,sq um
grt,antenna_found_initial,0,
routing,routed_via_density,3.79,
routing,dr.pass1.iters,2,
grt,grt_remaining_overflow,0,
timing,hold_viol_final,0,
routing,drc_errors,0,
finish,stdcell_area,1550,sq um
finish,drive_gt1_share,52.2,%
timing,rsz0062_at_grt,true,
routing,drt_iter0_drc,5,
die,die-width,81,um
die,io_pins,97,
## cells in the mapped netlist
library cell	instances
mux2_4	30
buf_12	3
mux2_2	2
buf_6	1
## final timing paths
| path | slack [ns] | end | startpoint |
|---|---|---|---|
| worst max-delay path | -0.08 | outMuxa[17] | MUXopa |
| worst min-delay path | 0.75 | outMuxa[31] | MUXopa |
## per-layer routing
| metal | wire length (um) | share of wire (%) | vias up | track usage [%] |
|---|---|---|---|---|
| met5 | 0 | 0 | - | 0 |
| met4 | 0 | 0 | 0 | 0 |
| li1 | - | - | 333 | - |
| met1 | 1060 | 38 | 307 | 8.76 |
| met3 | 338 | 12 | 0 | 3.45 |
| met2 | 1370 | 49 | 50 | 12.5 |
## worst min-delay path: cells and delay by family
family                 cells  cell delay (ns)
multiplexers               1             0.16
buffers and inverters      2             0.19
## logic make-up after synthesis
family                 synth area share [%]
buffers and inverters                  13.1
muxes                                  86.9
## report_power, final
| group | switching [W] | leakage [nW] | total [W] | internal (W) |
|---|---|---|---|---|
| Sequential | 0 | 0 | 0 | 0 |
| Clock | 0 | 0 | 0 | 0 |
| Combinational | 0.000139 | 0.838 | 0.000619 | 0.000480 |
| Total | 0.000139 | 0.838 | 0.000619 | 0.000480 |
## through the flow
step	total power, W	hold WS (ns)
global placement	0.000668	1.26
finish	0.000619	0.748
global route	0.000662	0.771
detailed placement	0.000673	1.27
floorplan	0.000206	0.498
CTS	0.000594	0.752
## layout make-up
class	count	area, sq um	area share [%]
repair buffers	102	1010	65.2
multi-input cells	32	480	30.9
well taps	48	60.1	3.86
## what timing repair did
action                                  in CTS  in global routing
buffers inserted                             1                  0
endpoints found under the setup margin      32                 32
gates cloned                                 1                  0
resized                                    187                 10
Power figures rest on the tool's default switching activity, not on a simulated workload.
