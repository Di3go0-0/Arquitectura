--- ./run.sh ---
#!/bin/bash
# OpenROAD 26Q1-2900-gdf79404cd8, Yosys 0.63+post, stock flow scripts
make -C /OpenROAD-flow-scripts/flow DESIGN_CONFIG=/design/flow/config.mk WORK_HOME=/design/flow/orfs finish
--- ./config.mk ---
export PLATFORM = sky130hd
export DESIGN_NAME = RegisterUnit
export DESIGN_NICKNAME = RegisterUnit
export VERILOG_FILES = /design/flow/design.v
export SDC_FILE = /design/flow/constraint.sdc
export NUM_CORES = 4
export LEC_CHECK = 1
export CORE_UTILIZATION = 30
--- ./constraint.sdc ---
current_design RegisterUnit

set clk_period 7.5
set clk_io_pct 0.2

create_clock -name clk0 -period $clk_period [get_ports {clk}]

set non_clock_inputs [all_inputs -no_clocks]
set_input_delay [expr $clk_period * $clk_io_pct] -clock clk0 $non_clock_inputs
set_output_delay [expr $clk_period * $clk_io_pct] -clock clk0 [all_outputs]
--- ./design.v ---
module RegisterUnit (
  input wire clk,
  input [4:0] rs1,
  input [4:0] rs2,
  input [4:0] rd,
  input [31:0] DataWr,
  input RUWr,
  output wire [31:0] RURs1,  
  output wire [31:0] RURs2   
);
  logic [31:0] RU [0:31];
  initial begin
    RU[0] = 32'h00000000;
    RU[1] = 32'h00000001;
    RU[2] = 32'h000000ff;
    RU[3] = 32'h00000003;
    RU[4] = 32'h00000004;
    RU[5] = 32'h00000005;
    RU[6] = 32'h00000006;
    RU[7] = 32'h00000007;
    RU[8] = 32'h00000008;
    RU[9] = 32'h00000009;
    RU[10] = 32'h0000000a;
    RU[11] = 32'h0000000b;
    RU[12] = 32'h0000000c;
  end
  assign RURs1 = RU[rs1]; 
  assign RURs2 = RU[rs2];
  always @(posedge clk) begin
    if(RUWr && rd != 0) 
      RU[rd] <= DataWr;
  end  
endmodule
==> reports/results.ini <==
[setup_path]
timing_worst_setup_path_type = in2out
cp.required_ns = 6.00
critPathMaxStageDelay_ns = 0.68
critPathArrivalTime_ns = 4.46
critical_path.slowest_cell = sky130_fd_sc_hd__nor2b_4
critical_path_peak_fanout = 24
critical_path.most_common_cell = sky130_fd_sc_hd__clkdlybuf4s50_1
path_cells = clkdlybuf4s50_1 > nor2b_4 > buf_4 > a22o_1 > nor3_1 > a31oi_1 > nand3_1 > clkdlybuf4s50_1
worstSetupEndpointType = primary output
timing.critical_path.from_type = primary input

[routing]
totalWireLength_mm = 154
drt_pre_antenna_iters = 6
vias_per_cell = 5.35
drc = 0
antenna_violating_nets_post_route = 0
initialDrtViolationCount = 1868
routed-via-count = 30800
detail_route.wl_per_cell_um = 26.7

[synth]
synth.yosys.num_cells = 3386
syn-instance-count = 3386
ys_seq_share_pct = 63.1
synth_largest_type_area_fraction_pct = 63.1
numSynthFlops = 1024
share_of_flip_flops_with_an_asynchronous_set_or_reset_pct = 0
synth.cell_area_mm2 = 0.0488
count_of_flip_flops_with_a_built_in_enable_after_synthesis = 1024
yosysWarnings = 1
synth_area_per_cell_um2 = 14.4
topCellsByArea = sky130_fd_sc_hd__edfxtp_1 (63%), sky130_fd_sc_hd__mux2i_1 (21%), sky130_fd_sc_hd__a22oi_1 (3.0%)
dominantRegCellSynth = sky130_fd_sc_hd__edfxtp_1
ys_chip_area_mm2 = 0.0488
distinct_cells_synth = 24
synth_area_leader_cell = sky130_fd_sc_hd__edfxtp_1

[place]
numPlacedInstances = 5574
dp_worst_setup_slack_ns = 1.50
gpl.final_weighted_congestion = 0.854
io_buffer_count = 112
dpl.hpwl_mm = 85.0
postPlaceCellArea_mm2 = 0.0528

[timing]
slew_headroom_pct = 44.1
setup-tns-final_ns = 0
worstMarginPinSlew_ns = 0.839
period_needed_ns = 5.96
fmaxAchievable_mhz = 168
rsz_0062_raised_after_global_routing = no
finalWorstSetupSlack_ns = 1.54
drv_slew = 0
finalHoldViolations = 0
post-route-period-util_pct = 79.5
setup_viol_count_final = 0

[finish]
regMostFlops = RU
area_growth_from_synthesis_to_layout_pct = 15.0
largest_register_ffs = 1024
layout_top_registers = RU: 1024 flops
drive_gt1_share_pct = 9.20
nFillCells = 15200
instances_no_fill = 5758
fin_area_mm2 = 0.0561

[floorplanning]
fp.coreArea_mm2 = 0.161
io_pins = 113
chip_area_mm2 = 0.164
die.size.y_um = 405
die_width_um = 405
fp_util_pct = 30.3
fp-row-count = 147

[clock_tree]
clock-sinks = 1024
clock_tree.htree_level_count = 3
ctsResizeCount = 0
cts.reportedPaths.clkPinSlew_ns = 0.06
cts.repair_timing.setup_buffer_count = 0
cts_root_buffer = sky130_fd_sc_hd__clkbuf_16
tritoncts.num_buffers = 100
tritoncts = done
cts_buffer_depth = 3
hold_buf_cts = 0

[power]
pwr-share-comb_pct = 9.4
cellLeakagePower_nw = 20.3
cell_internal_pwr_mw = 9.76
share_seq_of_total_power_pct = 50.5
switching_share_pct = 23.1
clkPwrFrac_pct = 40.1
irDropWorstVdd_uv = 191
cellPowerDensity_mw_per_mm2 = 226
power_switching_mw = 2.94
total_power_mw = 12.7

[global_route]
wire_length_of_the_first_global_routing_pass_mm = 219
grt_util_met3_pct = 13.9
overflow = 0
met2_usage_in_global_routing_pct = 29.1
global_routing_usage_summed_across_all_routing_layers_pct = 19.6
grt-busiest-layer = met2
grtUsageMet1_pct = 23.3
initial_antenna_violation_count = 12
first_global_vias = 31700
grt_max_degree = 97

[run_status]
run_status = finished clean

[job]
warnings = 26
number_of_max_cap_violations = 0

[min_path]
hold_depth = 2
hp-class = in2reg

[power by group through the flow]
stage / Sequential (mW) / Combinational [mW] / Clock, mW
after CTS: 6.41 / 1.19 / 5.18
after global routing: 6.42 / 1.27 / 5.39
final: 6.41 / 1.19 / 5.09
[worst paths after layout]
kind       start              endpoint
max       rs2[0]             RURs2[18]
min   DataWr[20]  RU[26][20]$_DFFE_PP_
[synthesized netlist by cell type (5+ instances only)]
master / instances
sky130_fd_sc_hd__a21oi_1: 192
sky130_fd_sc_hd__a22o_1: 128
sky130_fd_sc_hd__a22oi_1: 192
sky130_fd_sc_hd__a31oi_1: 64
sky130_fd_sc_hd__buf_1: 11
sky130_fd_sc_hd__buf_2: 62
sky130_fd_sc_hd__buf_4: 57
sky130_fd_sc_hd__buf_6: 37
sky130_fd_sc_hd__clkbuf_1: 82
sky130_fd_sc_hd__edfxtp_1: 1024
sky130_fd_sc_hd__mux2i_1: 1024
sky130_fd_sc_hd__nand2_1: 195
sky130_fd_sc_hd__nand3_1: 194
sky130_fd_sc_hd__nand3b_1: 5
sky130_fd_sc_hd__nor2_1: 34
sky130_fd_sc_hd__nor3_1: 64
[cell families (layout without fill, tap and decap cells)]
family	Yosys count	count (layout)	synth area share (%)
AOI/OAI and AO/OA	576	576	8.05
buffers and inverters	253	432	3.15
DFF	1024	1024	63.1
muxes	1024	1024	21.0
other	1	34	0.00769
and+or+nand+nor	508	508	4.71
[cells in the final DEF (no fill, tap or decap)]
| master | n |
|---|---|
| sky130_fd_sc_hd__edfxtp_1 | 1024 |
| sky130_fd_sc_hd__mux2i_1 | 1024 |
| sky130_fd_sc_hd__nand3_1 | 194 |
| sky130_fd_sc_hd__nand2_1 | 193 |
| sky130_fd_sc_hd__a22oi_1 | 192 |
| sky130_fd_sc_hd__a21oi_1 | 192 |
| sky130_fd_sc_hd__a22o_1 | 128 |
| sky130_fd_sc_hd__buf_4 | 117 |
| sky130_fd_sc_hd__clkdlybuf4s50_1 | 110 |
| sky130_fd_sc_hd__clkbuf_16 | 101 |
| sky130_fd_sc_hd__nor3_1 | 64 |
| sky130_fd_sc_hd__a31oi_1 | 64 |
| sky130_fd_sc_hd__nor2_4 | 33 |
| sky130_fd_sc_hd__conb_1 | 32 |
| sky130_fd_sc_hd__clkbuf_1 | 21 |
| sky130_fd_sc_hd__buf_12 | 21 |
| sky130_fd_sc_hd__clkinv_1 | 20 |
| sky130_fd_sc_hd__clkinv_2 | 20 |
| sky130_fd_sc_hd__bufinv_16 | 13 |
| sky130_fd_sc_hd__nand3b_1 | 5 |
| sky130_fd_sc_hd__nor2b_4 | 4 |
| sky130_fd_sc_hd__nand2b_2 | 4 |
| sky130_fd_sc_hd__or3b_2 | 3 |
| sky130_fd_sc_hd__diode_2 | 2 |
| sky130_fd_sc_hd__and2_4 | 2 |
| sky130_fd_sc_hd__or2_2 | 2 |
| sky130_fd_sc_hd__nand2_2 | 2 |
| sky130_fd_sc_hd__clkinv_8 | 2 |
| sky130_fd_sc_hd__inv_6 | 2 |
| sky130_fd_sc_hd__buf_8 | 2 |
| sky130_fd_sc_hd__nor2_1 | 1 |
| sky130_fd_sc_hd__or3_1 | 1 |
| sky130_fd_sc_hd__clkinv_16 | 1 |
| sky130_fd_sc_hd__inv_16 | 1 |
| sky130_fd_sc_hd__clkinv_4 | 1 |
[through the flow]
step                      util, %  hold WS, ns
after global placement       32.8         2.33
after floorplan                 -         1.60
after detailed placement     32.8         2.33
final                        34.8         1.61
after global routing         34.8         1.63
after CTS                    34.8         1.57
[critical path, delay by kind of cell]
family	cells	cell delay, ns
and+or+nand+nor	3	0.93
buffers and inverters	3	1.58
AOI/OAI and AO/OA	2	0.41
[final cells by class]
type / count / area, um^2 / area share [%]
Timing Repair Buffer: 250 / 2430 / 4.33
Multi-Input combinational cell: 2140 / 16900 / 30.1
Clock buffer: 122 / 2610 / 4.65
Clock inverter: 60 / 674 / 1.20
Antenna cell: 2 / 5.00 / 0.00893
Tap cell: 2160 / 2700 / 4.82
Sequential cell: 1024 / 30700 / 54.9
[routing by layer]
layer / wire, um / vias to the layer above
li1: - / 13600
met1: 54900 / 15100
met2: 69400 / 1761
met3: 25100 / 277
met4: 4460 / 20
met5: 110 / -
No activity file was given, so power comes from the tool's default toggle rates.
