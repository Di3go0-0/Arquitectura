### design/flow/run.sh
#!/bin/bash
# OpenROAD 26Q1-2900-gdf79404cd8, Yosys 0.63+post, stock flow scripts
make -C /OpenROAD-flow-scripts/flow DESIGN_CONFIG=/design/flow/config.mk WORK_HOME=/design/flow/orfs finish
### design/flow/config.mk
export PLATFORM = sky130hd
export DESIGN_NAME = MUXPC
export DESIGN_NICKNAME = MUXPC
export VERILOG_FILES = /design/flow/design.v
export SDC_FILE = /design/flow/constraint.sdc
export NUM_CORES = 4
export LEC_CHECK = 1
export CORE_AREA = 10 10 70 70
export DIE_AREA = 0 0 80 80
### design/flow/constraint.sdc
current_design MUXPC

set clk_period 1.0
set clk_io_pct 0.2

create_clock -name clk0 -period $clk_period

set non_clock_inputs [all_inputs -no_clocks]
set_input_delay [expr $clk_period * $clk_io_pct] -clock clk0 $non_clock_inputs
set_output_delay [expr $clk_period * $clk_io_pct] -clock clk0 [all_outputs]
### design/flow/design.v
module MUXPC(Asum, Balures, MUXopbu, outMuxbu);
  input logic [31:0] Asum;
  input logic [31:0] Balures ;
  input logic MUXopbu; 
  output logic [31:0] outMuxbu = 32  ;
  always @(*) begin
    case (MUXopbu)    	
      1'b1: outMuxbu <= Balures;
      1'b0: outMuxbu <= Asum;
    endcase   
  end
endmodule
==> ci_impl_report.md <==
## Implementation flow summary

| Metric | Value |
|---|---|
| Portion of the post-synthesis area used by sequential elements | 0% |
| Min-delay worst type | primary input to output pin |
| Slowest CP cell | sky130_fd_sc_hd__mux2_4 |
| Highest metal used | met4 |
| Final tally of max-slew violations | 0 |
| Site row count | 21 |
| Number of search-and-repair iterations in the first detailed-routing pass | 2 |
| Final antenna diode count | 0 |
| Gate family responsible for the most delay along the worst path | buffers and inverters |
| Area taken by flip-flops and latches | 0 sq um |
| Area share of the largest cell type after synthesis | 82.8% |
| P_leak | 0.852 nW |
| Worst supply voltage drop on vdd | 0.185 mV |
| Post-Synthesis Cell Area | 544 sq um |
| Final Critical Period | 1.10 ns |
| Cts hold-fix bufs | 0 |
| Clock power share | 0% |
| Count of input and output buffers | 97 |
| Via-to-Cell Ratio | 3.98 |
| Pin count of the biggest net entering global routing | 10 |
| Worst rel slew slack | 93.4% |
| Total die area | 6400 sq um |
| Maximum clock frequency | 908 MHz |
| Drt initial violations | 3 |
| Hold Fails Final Rpt | 0 |
| Hold Path Depth | 3 |
| Total power density per cell area | 394 nW/um^2 |
| Amount of wire on met2 after detailed routing | 1430 um |
| Highest net fanout along the worst path | 6 |
| Internal power of the cells | 478 uW |
| Initial antenna violation count | 0 |
| Detailed-route wire length per cell | 16.1 um |
| CP Launch Point | MUXopbu |
| Overall via count from detail_route | 720 |
| Tally of nets with antenna violations remaining after routing | 0 |
| Amount of wire on met3 after detailed routing | 278 um |
| Share of cells above drive strength 1 | 52.6% |
| Fraction of power spent switching nets | 22.5% |
| Global-route wire length before repair | 4310 um |
| Cell count after synthesis | 36 |
| Setup repair after global routing missed its margin | yes |
| Crit share post-route | 110% |
| Via count of the first global-routing pass | 811 |
| Combinational group share of total power | 100.0% |
| Placer's final routability congestion estimate | 0.760 |
| Crit path cell chain | buf_16 -> clkbuf_16 -> mux2_4 -> buf_6 |
| Violated checks | setup timing |
| # clk buffers | 0 |
| Startpoint class of the critical path | primary input |
| Overall die width | 80 um |
| Total negative slack | -2.64 ns |
| List of most frequent post-synthesis cells | sky130_fd_sc_hd__mux2_4 (30), sky130_fd_sc_hd__buf_12 (3), sky130_fd_sc_hd__mux2_2 (2), sky130_fd_sc_hd__buf_6 (1) |
| Cell Type Count | 4 |
| Actual transition at the worst max-transition pin | 0.0992 ns |
| Mapped Avg Cell Area | 15.1 sq um |
| Critical path capture point type | output pin |
| Hold EP | outMuxbu[25] |
| Buffer count from post-CTS setup fixing | 0 |
| Non-filler instance count after layout | 181 |
| Crit path buf inv count | 3 |
| FILL cells | 335 |
| Met1 WL | 1190 um |
| Post-route core utilization | 45.8% |
| Cells after DPL | 177 |
| WP data required | 0.80 ns |
| Ys Warns | 1 |
| GR Overflow Total | 0 |
| Core region area | 3420 sq um |
| Largest stage delay, worst path | 0.30 ns |
| Path type of the worst setup path | primary input to output pin |
| Wire length after detailed routing | 2920 um |
| Area grow syn2layout | 188% |
| DRC viols | 0 |
| Initial core utilization | 15.9% |
| Cell count in the Yosys report | 36 |
| CP Data Arrival Time | 0.90 ns |
| Maximum capacitance violations | 0 |
| Switching pwr | 138 uW |
| Run status | complete, but fails checks |
| DP HPWL | 2410 um |
| Hold slack final | 0.794 ns |
| Cell type with the highest aggregate area in the netlist | sky130_fd_sc_hd__mux2_4 |
| Warning total across the stage logs | 34 |
| Final worst-path setup slack | -0.101 ns |
| Sequential fraction of design power | 0% |
| Total setup violations reported at the end of the flow | 32 |
| Most popular library cell in the synthesized design by count | sky130_fd_sc_hd__mux2_4 |
| Total track usage | 8.29% |
| Num sequential | 0 |
| Multi-input gate area | 480 sq um |
| # IOs | 97 |
| Vertical die dimension | 80 um |
| Yosys-reported design area after synthesis | 544 sq um |
| Biggest area cells | sky130_fd_sc_hd__mux2_4 (83%), sky130_fd_sc_hd__buf_12 (11%), sky130_fd_sc_hd__mux2_2 (4.1%), sky130_fd_sc_hd__buf_6 (2.1%) |
| Startpoint of the worst hold path | Asum[25] |
==> logic make-up after synthesis <==
kind of cell  after synthesis  share of synthesized area [%]
mux                        32                           86.9
buf+inv                     4                           13.1
==> power groups by stage <==
stage	clock, mW	combinational [mW]	sequential (mW)
4_1_cts	0	0.593	0
5_1_grt	0	0.662	0
6_report	0	0.616	0
==> how the worst max path moves through the flow <==
stage | end | slack, ns | depth (start not counted)
CTS | outMuxbu[2] | -0.09 | 4
global route | outMuxbu[26] | -0.11 | 4
finish | outMuxbu[26] | -0.10 | 4
==> worst min-delay path: cells and delay by family <==
kind                   cells  cell delay [ns]
buffers and inverters      2             0.27
muxes                      1             0.12
==> repair_timing <==
action	in CTS	in global routing
gates resized	186	6
cloned	3	1
endpoints found under the setup margin	32	32
==> final cells by class <==
cell class,instances,area share [%]
Timing Repair Buffer,103,65.6
Multi-Input combinational cell,32,30.7
Tap cell,46,3.68
==> cells in the final DEF (no fill, tap or decap) <==
cell,instances
sky130_fd_sc_hd__mux2_4,32
sky130_fd_sc_hd__buf_12,2
sky130_fd_sc_hd__dlygate4sd2_1,64
sky130_fd_sc_hd__buf_6,21
sky130_fd_sc_hd__buf_16,4
sky130_fd_sc_hd__clkbuf_16,1
sky130_fd_sc_hd__buf_2,11
==> layer usage <==
metal,vias up,global-route usage [%]
met3,2,2.50
met1,323,10.5
met4,0,0.704
met5,-,0
met2,53,13.9
li1,342,-
==> stage by stage <==
stage	setup WS [ns]	area [sq um]	total power [mW]
6_report	-0.101	1570	0.616
5_1_grt	-0.110	1570	0.662
4_1_cts	-0.0918	1500	0.593
3_5_place_dp	-0.496	1540	0.656
3_3_place_gp	-0.492	1540	0.654
2_1_floorplan	0.0669	544	0.206
No activity file was given, so power comes from the tool's default toggle rates.
